**flow/design.v**
```verilog
module regfile (clk,A1,A2,A3,WD3,WE,RD1,RD2);
input clk;
input WE;
input [3:0] A1;
input [3:0] A2;
input [3:0] A3;
input [31:0] WD3;
output [31:0] RD1;
output [31:0] RD2;
reg [31:0] registers [15:0];
initial
begin
	registers[0] = 32'h00000000;
	registers[1] = 32'h00000000;
	registers[2] = 32'h00000000;
	registers[3] = 32'h00000000;
	registers[4] = 32'h00000000;
	registers[5] = 32'h00000000;
	registers[6] = 32'h00000000;
	registers[7] = 32'h00000000;
	registers[8] = 32'h00000000;
	registers[9] = 32'h00000000;
	registers[10] = 32'h00000000;
	registers[11] = 32'h00000000;
	registers[12] = 32'h00000000;
	registers[13] = 32'h00000000;
	registers[14] = 32'h00000000;
	registers[15] = 32'h00000000;
end
assign RD1 = registers[A1];
assign RD2 = registers[A2];
always@(posedge clk)
begin
	if(WE==1'b1)
		begin
			registers[A3] <= WD3;
		end
	else
		begin
			registers[A3] <= registers[A3];
		end
end
endmodule
```
**flow/run.sh**
```bash
#!/bin/bash
# OpenROAD 26Q1-2900-gdf79404cd8, Yosys 0.63+post, stock flow scripts
make -C /OpenROAD-flow-scripts/flow DESIGN_CONFIG=/design/flow/config.mk WORK_HOME=/design/flow/orfs finish
```
**flow/config.mk**
```make
export PLATFORM = sky130hd
export DESIGN_NAME = regfile
export DESIGN_NICKNAME = regfile
export VERILOG_FILES = /design/flow/design.v
export SDC_FILE = /design/flow/constraint.sdc
export NUM_CORES = 4
export LEC_CHECK = 1
export CORE_UTILIZATION = 40
```
**flow/constraint.sdc**
```tcl
current_design regfile

set clk_period 5.9
set clk_io_pct 0.2

create_clock -name clk0 -period $clk_period [get_ports {clk}]

set non_clock_inputs [all_inputs -no_clocks]
set_input_delay [expr $clk_period * $clk_io_pct] -clock clk0 $non_clock_inputs
set_output_delay [expr $clk_period * $clk_io_pct] -clock clk0 [all_outputs]
```
==> impl_metrics.py <==
# Physical implementation metrics
metrics = {
    "yosys": {
        "synth-main-ff-cell": "edfxtp_1",
        "synth_cell_types": 16,
        "synth.cell_area_um2": 22900,
        "most_common_cell": "edfxtp_1",
        "synth.largest_area_cell": "edfxtp_1",
        "synth.yosys.num_cells": 1077,
        "post_synth_arst_share_pct": 0,
        "synthDominantCellAreaShare_pct": 67.1,
        "synth-edff-count": 512,
        "yosys_warnings": 1,
        "synth-seq-area-share_pct": 67.1,
        "yosys-top-cells-count": "512 x edfxtp_1, 256 x mux4_2, 128 x a22oi_1",
        "count_of_mapped_cells_out_of_synthesis": 1077,
        "yosys-stat-area_um2": 22900,
        "syn_avg_cell_area_um2": 21.3,
        "top_cells_by_area": "edfxtp_1 67%, mux4_2 25%, a22oi_1 4.2%",
        "postSynthRegisterBits": 512,
    },
    "route": {
        "dr_total_vias": 12020,
        "post_drt_wl_per_cell_um": 29.5,
        "routed_wl_mm": 59.1,
        "vias_per_cell": 6.00,
        "initialDrtViolationCount": 586,
        "drt.antenna.violating_nets": 0,
        "drcViolationCount": 0,
        "detail_route.first_pass.iterations": 5,
    },
    "global_routing": {
        "globalRouteTotalUtil_pct": 23.3,
        "initial_antenna_violation_count": 4,
        "grt_pass1_vias": 13752,
        "first_pass_grt_wire_length_mm": 87.1,
        "pin_count_of_the_biggest_net_entering_global_routing": 57,
        "overflow": 0,
    },
    "place": {
        "dpl.cell_count": 1901,
        "placed_area_um2": 25100,
        "finalWeightedCongestion": 0.812,
        "dp_wirelength_mm": 32.8,
        "io_buffers": 109,
    },
    "cells_and_area": {
        "post_route_cells_drive_above_1_share_pct": 32.4,
        "top_register": "registers",
        "regArea_um2": 15400,
        "multiInputGateArea_um2": 7280,
        "largest_registers": "registers (512)",
        "final-instance-count-excl-fill": 2005,
        "layout.core_utilization_pct": 47.5,
        "fillers": 4541,
        "largest_register_ffs": 512,
        "total_non_filler_cell_area_in_the_finished_layout_um2": 26900,
        "flow.area_growth_from_synthesis_pct": 17.2,
    },
    "cts": {
        "ctsRootBufferMaster": "clkbuf_16",
        "cts_tree": "built",
        "worst_setup_hold_path_clk_slew_ns": 0.06,
        "post_cts_resized": 0,
        "post_cts_buffers": 0,
        "number_of_h_tree_levels": 2,
        "cts_hold_repair.buffers": 0,
        "clk_path_buf_depth": 3,
        "number_of_buffers_created_by_cts": 55,
        "clkSinkCount": 512,
    },
    "floorplan": {
        "rows": 87,
        "core_util_floorplan_pct": 40.5,
        "io-pin-count": 110,
        "fp.dieW_um": 241,
        "die.size.y_um": 241,
        "chipArea_um2": 58200,
        "core_um2": 56500,
    },
    "sta": {
        "hold_viol_final": 0,
        "tightest_pin_transition_ns": 0.831,
        "fin_worst_hold_slack_ns": 1.47,
        "slew_headroom_pct": 44.4,
        "setup_viol": 0,
        "finalSetupTns_ns": 0,
        "fmax_ghz": 0.211,
        "min_period_over_period_pct": 80.2,
        "final-max-slew-violation-count": 0,
        "clock_period_minus_final_worst_setup_slack_ns": 4.73,
        "rsz0062_at_grt": "no",
    },
    "critical_path": {
        "slowest_stage": "nor2_4",
        "crit_type": "primary input to output pin",
        "crit_path_end_kind": "output pin",
        "worst_ep_arrival_time_ns": 3.55,
        "cp_num_buf_inv": 3,
        "critical-path-top-cell-by-count": "clkdlybuf4s50_1",
        "crit_path_cell_trace": "clkdlybuf4s50_1 -> nor2_4 -> buf_4 -> a22oi_1 -> nand2_1 -> clkdlybuf4s50_1",
        "startpoint_type": "primary input",
        "critical_path.max_fanout": 17,
        "max_stage_delay_ns": 0.69,
        "critical_path.top_delay_family": "buffers and inverters",
        "timing.critical_path.required_ns": 4.72,
    },
    "job": {
        "maxCapViolations": 0,
        "stage_log_warnings": 25,
    },
    "pwr": {
        "vdd_ir_drop_max_v": 0.000223,
        "powerDensity_nw_per_um2": 302,
        "total_leakage_power_nw": 8.38,
    },
    "worst_hold_path": {
        "hold_path.class": "primary input to flip-flop",
    },
    "status": {
        "run_status": "complete, no violations",
    },
}
## path summary, 6_finish.rpt
kind	start	endpoint	slack, ns	depth (start not counted)
hold / removal	WD3[0]	registers[14][0]$_DFFE_PP_	1.47	1
setup / recovery	A1[2]	RD1[4]	1.17	6
## routing by layer
metal	share of wire [%]	global-route usage, %
met4	3.2	5.89
met2	51	36.3
met1	32	27.3
met3	15	15.6
met5	0.022	0.168
## per-stage QoR
| stage | total power, mW | setup WS [ns] |
|---|---|---|
| final | 8.10 | 1.17 |
| after global routing | 8.36 | 1.00 |
| after CTS | 8.18 | 1.18 |
| after detailed placement | 4.91 | 1.18 |
| after global placement | 4.90 | 1.21 |
| after floorplan | 4.56 | 1.54 |
## logic make-up (layout without fill, tap and decap cells)
group / Yosys count / in the layout / synth area share, %
muxes: 256 / 256 / 25.2
buffers and inverters: 86 / 254 / 1.79
DFF: 512 / 512 / 67.1
AOI/OAI and AO/OA: 128 / 128 / 4.20
and+or+nand+nor: 95 / 95 / 1.73
other: 0 / 4 / 0
## power breakdown
| group | leakage, nW | switching, mW | total (mW) | internal (mW) |
|---|---|---|---|---|
| Combinational | 2.92 | 0.355 | 0.716 | 0.360 |
| Clock | 0.840 | 1.37 | 3.28 | 1.91 |
| Sequential | 4.63 | 0.0269 | 4.11 | 4.08 |
| Total | 8.38 | 1.75 | 8.10 | 6.35 |
## cell type report
| type | instances | share of cell area (%) |
|---|---|---|
| multi-input combinational | 479 | 27.1 |
| tap | 756 | 3.52 |
| sequential | 512 | 57.3 |
| clock inverter | 28 | 0.904 |
| timing repair buffer | 154 | 5.73 |
| antenna | 4 | 0.0373 |
| clock buffer | 72 | 5.44 |
## cell usage in the layout, fill, tap and decap left out, types with 2 or more instances in the layout
cell type,netlist,routed
nor3_2,0,4
a22oi_1,128,128
nor2_4,0,14
clkdlybuf4s50_1,0,105
buf_4,18,37
and2_2,0,2
clkbuf_16,0,56
nand3b_1,2,2
mux4_2,256,256
diode_2,0,4
clkbuf_1,34,16
buf_6,0,2
nand2_1,65,65
buf_12,0,8
clkinv_2,0,12
nand2b_1,2,2
clkbuf_8,0,2
nor2b_4,0,4
edfxtp_1,512,512
clkinv_1,0,10
bufinv_16,0,4
No activity file was given, so power comes from the tool's default toggle rates.
